## /design/flow/run.sh

```bash
#!/bin/bash
# OpenROAD 26Q1-2900-gdf79404cd8, Yosys 0.63+post, stock flow scripts
make -C /OpenROAD-flow-scripts/flow DESIGN_CONFIG=/design/flow/config.mk WORK_HOME=/design/flow/orfs finish
```

## /design/flow/config.mk

```make
export PLATFORM = sky130hd
export DESIGN_NAME = router_top
export DESIGN_NICKNAME = router_top
export VERILOG_FILES = /design/flow/design.v
export SDC_FILE = /design/flow/constraint.sdc
export NUM_CORES = 4
export LEC_CHECK = 1
export CORE_UTILIZATION = 50
```

## /design/flow/constraint.sdc

```tcl
current_design router_top

set clk_period 7.3
set clk_io_pct 0.2

create_clock -name clk0 -period $clk_period [get_ports {clk}]

set non_clock_inputs [all_inputs -no_clocks]
set_input_delay [expr $clk_period * $clk_io_pct] -clock clk0 $non_clock_inputs
set_output_delay [expr $clk_period * $clk_io_pct] -clock clk0 [all_outputs]
```

## /design/flow/design.v

```verilog
module router_fifo(clk,rstn,din,rd_enb,wr_enb,d_out,lfd_state,sft_rst,full,empty);
parameter width=9,depth=16; 
input [width-2:0]din;
input lfd_state;
input clk,rstn,rd_enb,sft_rst,wr_enb;
output reg [width-2:0]d_out;
output full,empty;
reg [4:0]wr_pntr,rd_pntr;
reg [6:0]count;
reg [width-1:0]mem[depth-1:0];
integer i;
reg temp;
assign full=((wr_pntr[4]!=rd_pntr[4])&&(wr_pntr[3:0]==rd_pntr[3:0]));
assign empty=(wr_pntr==rd_pntr);
always@(posedge clk)
begin
if(!rstn)
begin
temp<=0;
end
else
temp<=lfd_state;
end
always@(posedge clk)
begin
if(!rstn)
begin
for(i=0;i<16;i=i+1)
mem[i]<=0;
wr_pntr<=0;
end
else if(sft_rst)
begin
for(i=0;i<16;i=i+1)
mem[i]<=0;
wr_pntr<=0;
end
else if(wr_enb&&!full)
begin
{mem[wr_pntr[3:0]][8],mem[wr_pntr[3:0]][7:0]}<={temp,din};
wr_pntr<=wr_pntr+1'b1;
end
end
always@(posedge clk)
begin
if(!rstn)
begin
d_out<=0;
rd_pntr<=0;
end
else if(sft_rst)
begin
d_out<=8'bz;
end
else if(count==0)
begin
d_out<=8'bz;
end
else if(rd_enb&&!empty)
begin
d_out<=mem[rd_pntr[3:0]][7:0];
rd_pntr<=rd_pntr+1'b1;
end
else
d_out<=8'bz;
end
always@(posedge clk)
begin
if(!rstn)
count<=0;
else if(sft_rst)
count<=0;
else if(mem[rd_pntr[3:0]][8]==1)
begin
count<=mem[rd_pntr[3:0]][7:2]+1'b1;
end
else if(rd_enb&&!empty)
count<=count-1'b1;
else
count<=count;
end
endmodule
module router_fsm(clk,rstn,pkt_valid,din,fifo_full,
fifo_empty_0,fifo_empty_1,
fifo_empty_2,sft_rst_0, 
sft_rst_1,sft_rst_2,parity_done,
wr_enb_reg,detect_add,ld_state,laf_state,
lfd_state,full_state,low_pkt_vld,rst_int_reg,busy);
input clk,rstn,pkt_valid;
input [7:0]din;
input fifo_full,fifo_empty_0,fifo_empty_1,fifo_empty_2,sft_rst_0,sft_rst_1,
sft_rst_2,parity_done,low_pkt_vld;
output wr_enb_reg,detect_add,ld_state,laf_state,full_state,lfd_state,rst_int_reg,busy;
parameter decode_address=3'b000;
parameter wait_till_empty=3'b001;
parameter load_first_data=3'b010;
parameter load_data=3'b011;
parameter load_parity=3'b100;
parameter fifo_full_state=3'b101;
parameter load_after_full=3'b110;
parameter check_parity_error=3'b111;
reg [2:0]ps,ns;
reg [1:0]addr;
always@(posedge clk)
begin
if(~rstn)
addr<=2'b0;
else if(detect_add)
addr<=din[1:0];
end
always@(posedge clk)
begin
if(!rstn)
ps<=decode_address;
else if((sft_rst_0)&&(din[1:0]==2'b00)||(sft_rst_1)&&(din[1:0]==2'b01)||(sft_rst_2)&&(din[1:0]==2'b10))
ps<=decode_address;
else
ps<=ns;
end
always@(*)
begin
case(ps)
decode_address:
begin
if((pkt_valid&&(din[1:0]==2'b00)&&fifo_empty_0)||(pkt_valid&&(din[1:0]==2'b01)&&fifo_empty_1)||(pkt_valid&&(din[1:0]==2'b10)&&fifo_empty_2))
ns=load_first_data;
else if((pkt_valid&&(din==2'b00)&&!fifo_empty_0)||(pkt_valid&&(din==2'b01)&&!fifo_empty_1)||(pkt_valid&&(din==2'b10)&&!fifo_empty_2))
ns=wait_till_empty;
else
ns=decode_address;
end
load_first_data:
begin
ns=load_data;
end
wait_till_empty:
begin
if((fifo_empty_0&&(addr==2'b00))||(fifo_empty_1&&(addr==2'b01))||(fifo_empty_2&&(addr==2'b10)))
ns=load_first_data;
else
ns=wait_till_empty;
end
load_data:
begin
if(fifo_full==1'b1)
ns=fifo_full_state;
else if(!fifo_full&&!pkt_valid)
ns=load_parity;
else
ns=load_data;
end
fifo_full_state:
begin
if(fifo_full==1'b1)
ns=fifo_full_state;
else if(!fifo_full)
ns=load_after_full;
else
ns=fifo_full_state;
end
load_after_full:
begin
   if(!parity_done&&low_pkt_vld)
   ns=load_parity;
   else if(!parity_done&&!low_pkt_vld)
   ns=load_data;
   else if(parity_done==1'b1)
   ns=decode_address;
   else
   ns=load_after_full;
end
load_parity:
begin
   ns=check_parity_error;
end
check_parity_error:
begin
if(!fifo_full)
ns=decode_address;
else
ns=fifo_full_state;
end
default :ns=decode_address;
endcase
end
assign busy = ((ps == load_first_data) || (ps == load_parity) || (ps == fifo_full_state) || (ps == load_after_full) ||(ps == wait_till_empty) ||(ps == check_parity_error)) ? 1'b1 : 1'b0;
assign detect_add=((ps==decode_address))?1'b1:1'b0;
assign lfd_state=((ps==load_first_data))?1'b1:1'b0;
assign ld_state=((ps==load_data))?1'b1:1'b0;
assign wr_enb_reg=((ps==load_data)||(ps==load_after_full)||(ps==load_parity))?1'b1:1'b0;
assign full_state=((ps==fifo_full_state))?1'b1:1'b0;
assign laf_state=((ps==load_after_full))?1'b1:1'b0;
assign rst_int_reg=((ps==check_parity_error))?1'b1:1'b0;
endmodule
module router_register(
    input clk,
    input rstn,
    input pkt_vld,
    input [7:0] din,
    input fifo_full,
    input rst_int_reg,
    input detect_addr,
    input ld_state,
    input laf_state,
    input lfd_state,
    input full_state,
    output reg parity_done,
    output low_pkt_valid,
    output reg err,
    output reg [7:0] d_out
);
    reg [7:0] head_byte, fifo_full_state, internal_parity, packet_parity;
    wire parity_check;
    always @(posedge clk) begin
        if (!rstn) begin
            d_out <= 8'd0;
        end else if (lfd_state) begin
            d_out <= head_byte;
        end else if (pkt_vld&& !fifo_full&&ld_state) begin
            d_out<= din;
            end
        else if (ld_state&&fifo_full)
            begin
            fifo_full_state<=din;
         if(laf_state)
        d_out<=fifo_full_state;
        else
        d_out<=d_out;
        end
        else if (!pkt_vld)
            d_out <=din;
            else
            d_out<=d_out;
    end
    always @(posedge clk) begin
        if (!rstn)
            head_byte <= 8'b0;
        else if (detect_addr && pkt_vld && din[1:0] != 2'b11)
           begin head_byte <= din;
           end
        else
            head_byte <= head_byte;
    end
    always @(posedge clk) begin
        if ((ld_state && ~fifo_full && !pkt_vld) || (laf_state &&~ pkt_vld)) 
            parity_done <= 1'b1;
        else if (detect_addr)
            parity_done <= 1'b0;
        else
            parity_done <= parity_done;
    end
    always @(posedge clk) begin
        if (!rstn)
            internal_parity <= 8'b0;
        else if (detect_addr)
            internal_parity <= internal_parity ^ head_byte;
        else if (pkt_vld && !fifo_full)
            internal_parity <= internal_parity ^ din;
    end
    always @(posedge clk) begin
        if (!rstn)
            packet_parity <= 8'b0;
        else if (~pkt_vld)
            packet_parity <= din;
        else
            packet_parity <= packet_parity;
    end
    always @(posedge clk) begin
        if (!rstn)
            err <= 1'b0;
        else if (!pkt_vld && rst_int_reg) begin
            if (!parity_check)
               begin
                err <= 1'b0;
                packet_parity<=1'b0;
                internal_parity<=1'b0;
                end
            else
                err <= 1'b1;
                  packet_parity<=1'b0;
                internal_parity<=1'b0;
        end else begin
            err <= err;
        end
    end
assign low_pkt_valid=(ld_state&&~pkt_vld);
    assign parity_check = (packet_parity == internal_parity) ? 1'b1 : 1'b0;
endmodule
module router_synchronizer(input detect_addr,wr_enb_reg,clk,rstn,rd_enb_0,rd_enb_1,rd_enb_2,empty_0,empty_1,
empty_2,full_0,full_1,full_2,input[7:0] din,
output vld_out_0,vld_out_1,vld_out_2,output reg fifo_full ,sft_rst_0,sft_rst_1,sft_rst_2,output reg [2:0]wr_enb);
reg [1:0]temp;
reg [4:0]count0,count1,count2;
assign vld_out_0 =~empty_0;
assign vld_out_1 =~empty_1;
assign vld_out_2 =~empty_2;
always@(posedge clk)
begin
if(!rstn)
temp<=0;
else if(detect_addr)
temp <= din[1:0];
end
always@(*)
begin
case(temp)
2'b00:fifo_full=full_0;
2'b01:fifo_full=full_1;
2'b10:fifo_full=full_2;
default fifo_full=0;
endcase
end
always@(*)
begin
if(wr_enb_reg)
begin
case(temp)
2'b00:wr_enb=3'b001;
2'b01:wr_enb=3'b010;
2'b10:wr_enb=3'b100;
default:wr_enb=3'b000;
endcase
end
else
wr_enb=3'b000;
end
always@(posedge clk)
begin
if(!rstn)
count0<=5'b0;
else if(vld_out_0)
begin
if(!rd_enb_0)
begin
if(count0==29)
begin
sft_rst_0<=1'b1;
count0<=5'b0;
end
else
begin
count0<=count0+5'b1;
sft_rst_0<=1'b0;
end
end
else
count0<=5'b0;
end
else
count0<=5'b0;
end
always@(posedge clk)
begin
if(!rstn)
count1<=5'b0;
else if(vld_out_1)
begin
if(!rd_enb_1)
begin
if(count1==29)
begin
sft_rst_1<=1'b1;
count1<=5'b0;
end
else
begin
count1<=count1+5'b1;
sft_rst_1<=1'b0;
end
end
else
count1<=5'b0;
end
else
count1<=5'b0;
end
always@(posedge clk)
begin
if(!rstn)
count2<=5'b0;
else if(vld_out_2)
begin
if(!rd_enb_2)
begin
if(count2==29)
begin
sft_rst_2<=1'b1;
count2<=5'b0;
end
else
begin
count2<=count2+5'b1;
sft_rst_2<=1'b0;
end
end
else
count2<=5'b0;
end
else
count2<=5'b0;
end
endmodule
module router_top(clk,rstn,rd_enb_0,rd_enb_1,rd_enb_2,din,pkt_valid,d_out_0,d_out_1,d_out_2,vld_out_0,vld_out_1,vld_out_2,err,busy);
input clk,rstn,rd_enb_0,rd_enb_1,rd_enb_2;
output [7:0]d_out_0,d_out_1,d_out_2;
input pkt_valid;
input [7:0]din;
output vld_out_0,vld_out_1,vld_out_2;
output err,busy;
wire [2:0]wr_enb;
wire [7:0]dout;
wire fifo_full,
empty_0,empty_1,
empty_2,sft_rst_0, 
sft_rst_1,sft_rst_2,parity_done,wr_enb_reg,detect_addr,ld_state,laf_state,
lfd_state,full_state,low_pkt_vld,rst_int_reg,full_0,full_1,full_2,d_out,sft_rst,full;
router_fsm f(clk,rstn,pkt_valid,din[1:0],fifo_full,empty_0,empty_1,empty_2,sft_rst_0, sft_rst_1,sft_rst_2,parity_done,
wr_enb_reg,detect_addr,ld_state,laf_state,lfd_state,full_state,low_pkt_vld,rst_int_reg,busy);
router_synchronizer syn(detect_addr,wr_enb_reg,clk,rstn,rd_enb_0,rd_enb_1,rd_enb_2,empty_0,empty_1,empty_2,
full_0,full_1,full_2,din[1:0],vld_out_0,vld_out_1,vld_out_2,fifo_full,sft_rst_0,sft_rst_1,sft_rst_2,wr_enb);
router_register register(clk, rstn, pkt_valid,din, fifo_full,rst_int_reg, detect_addr, ld_state, laf_state,
                lfd_state,full_state, parity_done, low_pkt_vld, err, dout[7:0]);
router_fifo f0(clk,rstn,dout,rd_enb_0,wr_enb[0],d_out_0[7:0],lfd_state,sft_rst_0,full_0,empty_0);
router_fifo f1(clk,rstn,dout,rd_enb_1,wr_enb[1],d_out_1[7:0],lfd_state,sft_rst_1,full_1,empty_1);
router_fifo f2(clk,rstn,dout,rd_enb_2,wr_enb[2],d_out_2[7:0],lfd_state,sft_rst_2,full_2,empty_2);
endmodule
```

==> reports/metrics.cfg <==
[logic_synthesis]
synthArstFlopShare = 0
edf_count = 443
netlist_area_um2 = 26000
ys_types = 56
top_area_cell = edfxtp_1
syn_area_per_cell_um2 = 13.6
ys.warnings.count = 41
ys.flops = 574
synth_chip_area_um2 = 26000
ys_seq_frac = 0.613
syn_inst = 1913
ys.flop_type = edfxtp_1
ys_cells = 1913
area_leaders = edfxtp_1, mux4_2, dfxtp_1
top_area_frac = 0.512

[route]
drtIter0Drc = 856
viasPerCell = 5.61
postRouteAntennaNets = 0
drc_errors = 0
drtPass1Iterations = 5
vias = 14913
wl_um = 59000
wl_per_cell_um = 22.2
antenna-diode-count = 0

[placed_design]
place.detailed.hpwl_um = 36600
placed_area_um2 = 27100
io_buffers = 42
place_congestion = 0.841
placed_cells = 2548

[worst_setup_path]
cpMaxStageDelayCell = nor4_1
timing_worst_setup_path_type = reg2out
crit_path_max_fanout = 13
critPathLaunchType = register
cp_cell_sequence = xor2_1 > nor4_1 > nand2_1 > clkdlybuf4s50_1
crit_required_ns = 5.84
slowest_delay_ns = 0.67
arrival_ns = 3.13
crit_path_end_kind = output port
ff2ff_path_depth = 7

[clock_tree]
cts_root_buf = clkbuf_16
hold_buffers = 0
cts_tree = built
cts_buffers = 59
insertion_delay_ns = 0.62
htreeDepth = 2
cts.path.max_buffers = 3
clk_pin_slew_ns = 0.06
cts_setup_buffers = 0
cts_resized = 0
cts.sinks = 574

[power]
p_leak_nw = 11.0
power_mw = 6.72
vdd_drop_max_mv = 0.182
power_density_nw_per_um2 = 232

[die]
die_w_um = 230
die-area_um2 = 52900
fp.dieH_um = 230
placementRows = 83
io-pin-count = 43
fp_util = 0.507
core_um2 = 51300

[timing]
min_period_ns = 4.59
setup_viol = 0
finalHoldViolCount = 0
fmax_ghz = 0.218
worst_pin_slew_ns = 0.798
final.setup_skew_ns = 0.0259
setup_tns_ns = 0
period_used_share = 0.628
rsz0062_at_grt = no
max-slew-margin-rel = 0.465
maxSlewViolCount = 0

[hold_path]
hold_path_class = reg2reg
whs_path_depth = 1

[finish]
synthToLayoutAreaGrowth_pct = 11.6
nFillCells = 4026
drive_above_1_share = 0.146
stdcell_count = 2658
stdcell_area_um2 = 29000

[grt]
grt_usage = 0.252
grt_pass1_wl_um = 91900
grt_antenna_before_repair = 1
grt_pass1_vias = 15495
grt-ovfl-total = 0
grt_max_degree = 50

[job]
warnings = 40
drv_cap = 0

[status]
status = finished clean

==> cell usage after synthesis (all sizes together), types with 6 or more instances <==
library cell  number
nor2              83
xor2              41
nor3              16
nand4             12
ha                30
nand2             84
clkbuf           115
nor2b             24
a211oi             6
mux2i             25
dfxtp            131
o21ai             41
a21oi             17
xnor2             35
nand2b            20
inv               27
nor4              11
edfxtp           443
and2             333
o221ai             9
mux4             117
buf               27
nand3             41
a22oi             36
and3             147
==> layout by cell type (no fill, tap or decap), drive strengths merged, types with 17 or more instances in the layout <==
master	count
nand3	41
inv	28
clkbuf	87
clkinv	17
nor2	83
buf	56
ha	30
nand2b	20
dfxtp	131
clkdlybuf4s50	41
mux2i	25
and2	333
a22oi	36
nand2	84
a21oi	17
o21ai	41
xor2	41
edfxtp	443
xnor2	35
mux4	117
and3	147
nor2b	24
==> final timing paths <==
kind | start | to | slack [ns]
min reg2reg | syn.count2[0] | syn.count2[0] | 0.47
max reg2reg | f0.wr_pntr[2] | f0.mem[3][7] | 3.80
min | syn.count2[0] | syn.count2[0] | 0.47
max | f0.wr_pntr[2] | vld_out_0 | 2.71
==> power by group <==
part           switching, mW  total [mW]  leakage [nW]  internal, mW
clock network           1.22        2.90         0.914          1.68
registers             0.0408        3.62          5.71          3.58
logic                  0.123       0.196          4.33        0.0731
total                   1.39        6.72          11.0          5.33
==> area by class of cell <==
class                           instances  area, µm²  area share
Multi-Input combinational cell       1170       9410       0.325
Clock inverter                         23        191     0.00660
Tap cell                              680        851      0.0293
Inverter                               27        101     0.00349
Clock buffer                           87       1670      0.0576
Timing Repair Buffer                   97        828      0.0286
Sequential cell                       574      15900       0.550
==> through the flow <==
step                      hold slack, ns   util  worst slack (ns)
after floorplan                    0.433      -              3.89
after global placement             0.450  0.529              2.87
after detailed placement           0.459  0.529              2.78
after CTS                          0.473  0.565              2.65
after global routing               0.501  0.565              2.54
final                              0.467  0.565              2.71
==> kinds of logic after synthesis <==
| logic type | synth area share |
|---|---|
| buffers and inverters | 0.0260 |
| multiplexers | 0.111 |
| AND/OR/NAND/NOR | 0.175 |
| AND-OR/OR-AND | 0.0348 |
| flip-flops | 0.613 |
| XOR/XNOR | 0.0256 |
| adder cells (fa/ha/maj) | 0.0144 |
==> flip-flops by register name (all words and copies together), names as in the netlist, 7 cells and up, named ones only <==
signal                    flops
f0.count                      7
f0.d_out                      8
f2.d_out                      8
register.head_byte            8
f2.mem                      144
register.fifo_full_state      8
f1.mem                      144
f1.d_out                      8
f1.count                      7
f2.count                      7
f.ps                          8
f0.mem                      144
register.d_out                8
==> routing by layer <==
metal | GRT usage | routed length [µm] | up-vias | share of wire
met4 | 0.0542 | 1610 | 2 | 0.027
met2 | 0.366 | 27200 | 487 | 0.46
met1 | 0.407 | 24900 | 7275 | 0.42
li1 | - | - | 7053 | -
met5 | 0 | 13 | - | 0.00022
met3 | 0.0944 | 5270 | 96 | 0.089
==> worst max-delay path, delay by kind of cell (launching register included) <==
kind	cells	cell delay [ns]
xor gates and xnor gates	1	0.12
buffers and inverters	1	0.55
and+or+nand+nor	2	1.20
DFF	1	0.63
No activity file was given, so power comes from the tool's default toggle rates.
